==> /design/flow/design.v <==
module snes_igr (
  input CLK_i,
  input NRST_i,
  input CTRL_CLK_i,
  input CTRL_LATCH_i,
  input CTRL_SDATA_i,
  output reg [15:0] pdata_LL,
  output reg FORCE_REGION_o,
  output reg PALMODE_o,
  output reg [1:0] REQ_RST_o
);
reg spi_en = 1'b0;
reg [15:0] pdata = 16'b0;
reg pdata_valid_tgl = 1'b0;
reg [3:0] spi_cnt = 4'd0;
reg clk_edge = 1'b0;
always @(posedge CLK_i or negedge NRST_i)begin
  if (!NRST_i) begin
    spi_en <= 1'b0;
    pdata <= 16'b0;
    pdata_valid_tgl <= 1'b0;
    spi_cnt <= 4'd0;
	 clk_edge <= 1'b0;
  end else if (CTRL_LATCH_i) begin
    spi_en <= 1'b1;
    spi_cnt <= 4'd15;
    pdata <= 16'h0000;
	 clk_edge <= 1'b0;
  end else if (!CTRL_CLK_i &!clk_edge) begin
	 clk_edge <= 1'b1;
	 pdata[spi_cnt] <= CTRL_SDATA_i;
	 if (~|spi_cnt) begin
	   spi_en <= 1'b0;
	   pdata_valid_tgl <= ~pdata_valid_tgl;
	 end else begin
	   spi_cnt <= spi_cnt - 1'd1;		  
	 end
  end else if (CTRL_CLK_i) begin
	 clk_edge <= 1'b0;
  end
end
reg [15:0] pdata_L;
reg pdata_valid_tgl_L, pdata_valid_tgl_LL, pdata_valid_tgl_LLL;
always @(posedge CLK_i) begin
  pdata_LL <= pdata_L;
  pdata_L <= pdata;
  pdata_valid_tgl_LLL <= pdata_valid_tgl_LL;
  pdata_valid_tgl_LL <= pdata_valid_tgl_L;
  pdata_valid_tgl_L <= pdata_valid_tgl;
end
always @(posedge CLK_i or negedge NRST_i)
  if (!NRST_i) begin
    FORCE_REGION_o <= 1'b0;
    PALMODE_o <= 1'b0;
    REQ_RST_o <= 2'b00;
  end else begin
    if (pdata_valid_tgl_LLL ^ pdata_valid_tgl_LL) begin
      case (pdata_LL)
        16'h5fcf: begin
            FORCE_REGION_o <= 1'b0;
          end
        16'hdf4f: begin
            FORCE_REGION_o <= 1'b1;
            PALMODE_o <= 1'b0;
          end
        16'h9fcf: begin
            FORCE_REGION_o <= 1'b1;
            PALMODE_o <= 1'b1;
          end
        16'hcfcf: begin
            REQ_RST_o <= 2'b01;
          end
        16'hdf8f: begin
            REQ_RST_o <= 2'b10;
          end
        16'hd7cf: begin
            REQ_RST_o <= 2'b11;
          end
      endcase
    end
  end
endmodule
==> /design/flow/config.mk <==
export PLATFORM = sky130hd
export DESIGN_NAME = snes_igr
export DESIGN_NICKNAME = snes_igr
export VERILOG_FILES = /design/flow/design.v
export SDC_FILE = /design/flow/constraint.sdc
export NUM_CORES = 4
export LEC_CHECK = 1
export CORE_UTILIZATION = 30
==> /design/flow/run.sh <==
#!/bin/bash
# OpenROAD 26Q1-2900-gdf79404cd8, Yosys 0.63+post, stock flow scripts
make -C /OpenROAD-flow-scripts/flow DESIGN_CONFIG=/design/flow/config.mk WORK_HOME=/design/flow/orfs finish
==> /design/flow/constraint.sdc <==
current_design snes_igr

set clk_period 2.2
set clk_io_pct 0.2

create_clock -name clk0 -period $clk_period [get_ports {CLK_i}]

set non_clock_inputs [all_inputs -no_clocks]
set_input_delay [expr $clk_period * $clk_io_pct] -clock clk0 $non_clock_inputs
set_output_delay [expr $clk_period * $clk_io_pct] -clock clk0 [all_outputs]
==> job_summary.md <==
### Flow metrics

| Metric | Value |
|---|---|
| Status | finished clean |
| Synthesized area per cell | 11.1 um2 |
| Slowest-stage cell, CP | dfrtp_1 |
| Std cell rows | 31 |
| Total routed wirelength | 4260 um |
| GRT Overall Usage | 0.122 |
| Yosys cell types | 47 |
| CP Buf/Inv Count | 1 |
| Area leader, netlist | dfxtp_1 |
| Die Span Y | 88.5 um |
| Cell with the most instances after synthesis | dfxtp_1 |
| WL per Instance | 12.3 um |
| Gates resized, CTS repair | 0 |
| PD cells | 773 nW/um2 |
| Registers, synthesis | 61 |
| DRC errors left | 0 |
| Final Hold Vio Count | 0 |
| H-tree depth | 3 |
| # Post-CTS Setup Buffers | 0 |
| Fin crit period | 1.86 ns |
| Max-Slew Margin vs Limit | 0.694 |
| Post-synth top cells | dfxtp_1 (35), dfrtp_1 (26), o21ai_0 (22) |
| Max-slew violation count | 0 |
| Core area | 7250 um2 |
| Worst vdd ir | 0.262 mV |
| EDFF count, synth | 0 |
| Setup TNS | 0 ns |
| Initial antenna violation count | 0 |
| Post-synthesis async set-or-reset flop share | 0.426 |
| Worst-path clk slew | 0.07 ns |
| Vias | 1557 |
| Critical path class | register to register |
| Peak fanout along the critical path | 7 |
| RSZ-0062 raised after global routing | false |
| Pin count of the biggest net entering global routing | 27 |
| Hold_buf cts | 0 |
| Ys cells | 202 |
| Global route overflow | 0 |
| Final Hold Slack | 0.322 ns |
| Top sig layer | met4 |
| Worst slew pin tran | 0.458 ns |
| Top Ports | 25 |
| Max-cap violations | 0 |
| Family with the most delay on the worst path | simple AND/OR/NAND/NOR gates |
| Seq/Total Area, Yosys | 0.603 |
| Maximum operating frequency | 539 MHz |
| Max Root-Sink Buffers | 2 |
| Hpwl dp | 3020 um |
| Leakage power | 1.10 nW |
| Routability cong. | 0.864 |
| DR pass1 iterations | 4 |
| Layout Utilization | 0.387 |
| Buffers on Ports | 24 |
| Die Wd | 88.5 um |
| Crit path DRT | 2.42 ns |
| Yosys warns | 1 |
| Insertion Delay late pin | 0.34 ns |
| Top cells, area | dfxtp_1 (31%), dfrtp_1 (29%), o21ai_0 (4.9%) |
| Worst Hold Class | register to register |
| Pre-Place Util | 0.309 |
| Pwr Total | 2.17 mW |
| Sinks on the clock net | 61 |
| Root Driver | clkbuf_8 |
| DR WL met3 | 224 um |
| Clock Skews | 0.00838 ns |
| Setup violations, final | 0 |
| Die area | 7820 um2 |
| Wire length on met2 | 2030 um |
| Total inserted antenna cells | 0 |
| First-pass GRT wire length | 7080 um |
| Vias in the first global route | 1492 |
| Via density | 4.51 |
| CTS Buf Count | 9 |
| Setup WS post-layout | 0.345 ns |
| Share of layout cells above drive strength 1 | 0.138 |
| CP max stage delay | 0.38 ns |
| Layout area overhead | 25.2% |
| Startpoint Class | register |
| Top cell area share | 0.313 |
| Crit. End Element | register |
| Met1 Wirelength | 1940 um |
| Tool Warnings | 28 |
| Period utilization | 0.843 |
| Dominant register cell | dfxtp_1 |
| Yosys stat area | 2240 um2 |
| Worst Path Arrival | 2.07 ns |
| Worst slack, placed | 0.189 ns |
| Syn Std Cell Area | 2240 um2 |
| CTS tree | built |
| Cell chain of the critical path | inv_1 > ha_1 > nand2b_2 > nor2_2 > nor4b_1 > mux2i_1 > nor2_1 |
| DRT iter0 DRCs | 82 |
| Syn Inst Count | 202 |
| ANT nets after route | 0 |
## worst paths after layout
check / start / end / slack [ns] / cells past startpoint
min reg2reg: pdata_L[14]$_DFF_P_ / pdata_LL[14]$_DFF_P_ / 0.32 / 0
min in group asynchronous: NRST_i / PALMODE_o$_DFFE_PN0P_ / 0.49 / 2
max reg2reg: spi_cnt[0]$_DFFE_PN0P_ / pdata[0]$_DFFE_PN0P_ / 0.34 / 7
max: spi_cnt[0]$_DFFE_PN0P_ / pdata[0]$_DFFE_PN0P_ / 0.34 / 7
min: pdata_L[14]$_DFF_P_ / pdata_LL[14]$_DFF_P_ / 0.32 / 0
max in group asynchronous: NRST_i / pdata[0]$_DFFE_PN0P_ / 1.44 / 2
## area by class of cell
| type | count | area [um2] |
|---|---|---|
| inverter | 9 | 33.8 |
| sequential | 61 | 1350 |
| clock buffer | 10 | 138 |
| timing repair buffer | 31 | 293 |
| tap | 99 | 124 |
| clock inverter | 6 | 47.5 |
| multi-input combinational | 129 | 821 |
| fill | 708 | 4450 |
## metal layers
| layer | vias to the layer above | global-route usage |
|---|---|---|
| li1 | 785 | - |
| met1 | 722 | 0.171 |
| met2 | 42 | 0.196 |
| met3 | 8 | 0.0303 |
| met4 | 0 | 0.0293 |
| met5 | - | 0 |
## power by group
group	total (mW)	internal [mW]	switching, mW
Clock	0.892	0.443	0.448
Combinational	0.137	0.0544	0.0824
Sequential	1.14	1.13	0.0139
## stage by stage
stage                     instances  instance area [um2]
final                           345                 2810
after CTS                       345                 2810
after global placement          329                 2620
after global routing            345                 2810
after floorplan                 202                 2240
after detailed placement        329                 2620
## state kept, by name (all words and copies together), names as in the netlist
register,count
spi_cnt,4
pdata_valid_tgl_LL,1
PALMODE_o,1
pdata_valid_tgl_L,1
pdata_LL,16
REQ_RST_o,2
pdata_valid_tgl,1
pdata_valid_tgl_LLL,1
pdata,16
clk_edge,1
FORCE_REGION_o,1
pdata_L,16
## kinds of logic after synthesis
family	Yosys count	share of synthesized area
AND-OR/OR-AND	44	0.123
XOR/XNOR	6	0.0268
adder cells (fa/ha/maj)	4	0.0223
buffers and inverters	12	0.0312
flip-flops	61	0.603
multiplexers	1	0.00446
AND/OR/NAND/NOR	74	0.189
## cells in the final DEF, fill, tap and decap left out, types with 4 or more instances in the layout
master           instances
inv_1                    9
o21ai_0                 22
nor2b_1                 11
clkdlybuf4s50_1         24
nand2_1                 18
buf_4                    7
dfxtp_1                 35
clkbuf_8                10
nor2_1                  11
clkinvlp_4               4
ha_1                     4
nand3_1                  5
nor3_1                   4
dfrtp_1                 26
No activity file was given, so power comes from the tool's default toggle rates.
